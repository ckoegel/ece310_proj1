### flow/config.mk
export PLATFORM = sky130hd
export DESIGN_NAME = piso20
export DESIGN_NICKNAME = piso20
export VERILOG_FILES = /design/flow/design.v
export SDC_FILE = /design/flow/constraint.sdc
export NUM_CORES = 4
export LEC_CHECK = 1
export CORE_AREA = 10 10 85 85
export DIE_AREA = 0 0 95 95
### flow/constraint.sdc
current_design piso20

set clk_period 1.7
set clk_io_pct 0.2

create_clock -name clk0 -period $clk_period [get_ports {clk}]

set non_clock_inputs [all_inputs -no_clocks]
set_input_delay [expr $clk_period * $clk_io_pct] -clock clk0 $non_clock_inputs
set_output_delay [expr $clk_period * $clk_io_pct] -clock clk0 [all_outputs]
### flow/design.v
module dff #(
  parameter WIDTH=4
) (
  input rst_n, clk,
  input [WIDTH-1:0] D,
  output reg [WIDTH-1:0] Q
);
  always @( posedge clk )
  begin
    if( !rst_n )
      Q <= 0;
    else
      Q <= D;
  end
endmodule
module dff_en #(
  parameter WIDTH=4
) (
  input rst_n, en, clk,
  input [WIDTH-1:0] D,
  output reg [WIDTH-1:0] Q
);
  always @( posedge clk )
  begin
    if( !rst_n )
      Q <= 0;
    else
      if( en )
        Q <= D;
      else
        Q <= Q;
  end
endmodule
module piso20 (
  input rst_n, clk, capture, shift,
  input [19:0] p_in,
  output s_out
);
  wire [19:0] cstate, nstate;
  wire [19:0] next_shift, shifted;
  dff #( .WIDTH(20) ) state (
    .rst_n( rst_n ),
    .clk( clk ),
    .D( nstate ),
    .Q( cstate )
  );
  assign s_out = cstate[0];
  assign shifted = cstate >> 1;
  assign next_shift = shift ? shifted : cstate;
  assign nstate = capture ? p_in : next_shift;
endmodule   
### flow/run.sh
#!/bin/bash
# OpenROAD 26Q1-2900-gdf79404cd8, Yosys 0.63+post, stock flow scripts
make -C /OpenROAD-flow-scripts/flow DESIGN_CONFIG=/design/flow/config.mk WORK_HOME=/design/flow/orfs finish
==> metrics.yaml <==
aoi_share_pct: 19.8
slowest_stage: "clkdlybuf4s50_1"
warnings: 25
simple_gate_area_share_pct: 13.8
post_cts_buffers: 0
synthXorXnorAreaFrac_pct: 0
clock_path_buffers: 2
antenna_found_initial: 0
cp_top_family: "buffers and inverters"
period_minus_slack_ns: 1.43
synthAdderAreaFrac_pct: 0
seqCellArea_um2: 400
root_buffer: "clkbuf_8"
maxCapViolations: 0
yosysWarnings: 1
finalSetupViolCount: 0
wire_per_inst_um: 10.8
synth_cell_types: 11
timing.fmax_ghz: 0.700
syn_inst: 88
io_pins: 25
drtIter0Drc: 21
row_count: 27
drt_pass1_iterations: 3
p_seq_share_pct: 49.4
ir_drop_mv: 0.261
fin_util_pct: 25.4
cts_inserted_buffers: 3
maxSlewViolCount: 0
coreArea_mm2: 0.00547
tightest_slew_ns: 0.205
port_buffers: 24
whs_ns: 0.560
synthToLayoutAreaGrowth_pct: 39.2
powerDensity_mw_per_mm2: 752
die_width_um: 95
worst-path-max-fanout: 20
wirelength_um: 1980
wl_met1_um: 804
crit_path_start_kind: "input pin"
synth.cell_area_um2: 998
pwr-share-comb_pct: 18.1
final_hold_viol_count: 0
clkLatencyLatePin_ns: 0.25
fp-utilization_pct: 18.2
flop_cell: "dfxtp_1"
grt_overflow: 0
yosys_area_um2: 998
rsz0062_at_grt: "no"
grt_pass1_vias: 713
avgSynthCellArea_um2: 11.3
topCombFamilyByArea: "multiplexers"
top_cell: "dfxtp_1"
hp-class: "reg -> reg"
diodes: 0
crit_arrival_ns: 1.57
cts_sinks: 20
grt_pass1_wl_um: 3190
post-route-cell-area_mm2: 0.00139
wl_met3_um: 127
dr.max_layer_used: "met4"
place_ws_ns: 0.00774
swShare_pct: 19.7
worstSetupPathType: "in -> reg"
clk_pin_slew_ns: 0.07
grt_max_degree: 24
cts.htree.levels: 1
routed_via_density: 3.80
cpPeakStageDelay_ns: 0.51
synth.top_cell.area_share_pct: 40.1
status: "finished, final reports clean"
edf_count: 0
wl_met2_um: 1010
top_area_cell: "dfxtp_1"
die-area_mm2: 0.00903
ant_nets: 0
skew_ns: 0.00106
post_dp_cell_area_mm2: 0.00134
ctsResizeCount: 0
relSlewSlack_pct: 86.3
drive_gt1_share_pct: 24.1
largest_register: "state.Q"
synthTopCellsByArea: "dfxtp_1, mux2_2, o211a_1"
muxShareOfSynthArea_pct: 21.4
top_cells_by_count: "dfxtp_1, mux2_2, o211a_1"
ys_ff: 20
yosys-stat-cells: 88
largest_reg_flops: 20
cts_tree: "yes"
grt_usage_pct: 4.27
place.gp.congestion: 0.694
ys_async_sr_fraction_pct: 0
dr_total_vias: 699
drc_errors: 0
switchingPower_uw: 206
power_leakage_uw: 0.000677
intPower_uw: 839
nFillCells: 588
worstPathCellList: "clkdlybuf4s50_1 > buf_12 > mux2_2 > o211a_1"
ys_seq_share_pct: 40.1
crit_required_ns: 1.84
worst-path-buf-inv: 2
logic_area_um2: 549
cts_hold_buf: 0
tns_ns: 0
power.share.clock_pct: 32.5
setup_slack_ns: 0.271
die_h_um: 95
cp-end-kind: "flip-flop"
post-route-period-util_pct: 84.1
largestRegisters: "state.Q (20)"
==> final timing paths <==
| check | from | endpoint | slack, ns | cells after the start |
|---|---|---|---|---|
| setup / recovery | shift | state.Q[1]$_SDFFE_PN0P_ | 0.27 | 4 |
| hold / removal | state.Q[19]$_SDFFE_PN0P_ | state.Q[19]$_SDFFE_PN0P_ | 0.56 | 2 |
| setup reg to reg | state.Q[2]$_SDFFE_PN0P_ | state.Q[1]$_SDFFE_PN0P_ | 0.83 | 2 |
| hold reg to reg | state.Q[19]$_SDFFE_PN0P_ | state.Q[19]$_SDFFE_PN0P_ | 0.56 | 2 |
==> metrics by stage <==
step / total power (uW) / cells
3_3_place_gp: 715 / 180
2_1_floorplan: 638 / 88
4_1_cts: 1070 / 184
3_5_place_dp: 719 / 180
5_1_grt: 1100 / 184
6_report: 1050 / 184
==> power by group through the flow <==
stage | Combinational (uW) | Clock [uW] | Sequential, uW
6_report | 189 | 340 | 517
4_1_cts | 193 | 357 | 517
5_1_grt | 207 | 371 | 521
==> per-layer routing <==
layer	vias to the layer above	track usage, %
met5	-	0
met4	0	0.873
met3	2	1.44
met2	10	7.38
met1	320	5.05
li1	367	-
==> layout make-up <==
| class | instances | area share, % |
|---|---|---|
| Clock buffer | 4 | 3.96 |
| Timing Repair Buffer | 28 | 21.2 |
| Multi-Input combinational cell | 60 | 39.5 |
| Sequential cell | 20 | 28.8 |
| Tap cell | 72 | 6.48 |
==> cells in the final DEF (no fill, tap or decap), drive strengths merged <==
cell type | netlist | final
or3b | 1 | 1
nand2b | 14 | 14
dfxtp | 20 | 20
mux2 | 19 | 19
clkbuf | 3 | 4
o211a | 19 | 19
buf | 5 | 4
clkdlybuf4s50 | 0 | 24
nand2 | 1 | 1
or2b | 5 | 5
a21boi | 1 | 1
==> tightest hold or removal path, stage by stage, from the launching register on <==
cell	delay [ns]
dfxtp_1	0.31
or3b_1	0.15
a21boi_1	0.05
==> cell families after synthesis <==
kind of cell           Yosys count
buffers and inverters            8
AND/OR/NAND/NOR                 21
multiplexers                    19
AND-OR/OR-AND                   20
flip-flops                      20
No activity file was given, so power comes from the tool's default toggle rates.
