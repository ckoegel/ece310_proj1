## ./run.sh

```bash
#!/bin/bash
# OpenROAD 26Q1-2900-gdf79404cd8, Yosys 0.63+post, stock flow scripts
make -C /OpenROAD-flow-scripts/flow DESIGN_CONFIG=/design/flow/config.mk WORK_HOME=/design/flow/orfs finish
```

## ./config.mk

```make
export PLATFORM = sky130hd
export DESIGN_NAME = sipo33
export DESIGN_NICKNAME = sipo33
export VERILOG_FILES = /design/flow/design.v
export SDC_FILE = /design/flow/constraint.sdc
export NUM_CORES = 4
export LEC_CHECK = 1
export CORE_AREA = 10 10 95 95
export DIE_AREA = 0 0 105 105
```

## ./constraint.sdc

```tcl
current_design sipo33

set clk_period 1.0
set clk_io_pct 0.2

create_clock -name clk0 -period $clk_period [get_ports {clk}]

set non_clock_inputs [all_inputs -no_clocks]
set_input_delay [expr $clk_period * $clk_io_pct] -clock clk0 $non_clock_inputs
set_output_delay [expr $clk_period * $clk_io_pct] -clock clk0 [all_outputs]
```

## ./design.v

```verilog
module dff #(
  parameter WIDTH=4
) (
  input rst_n, clk,
  input [WIDTH-1:0] D,
  output reg [WIDTH-1:0] Q
);
  always @( posedge clk )
  begin
    if( !rst_n )
      Q <= 0;
    else
      Q <= D;
  end
endmodule
module dff_en #(
  parameter WIDTH=4
) (
  input rst_n, en, clk,
  input [WIDTH-1:0] D,
  output reg [WIDTH-1:0] Q
);
  always @( posedge clk )
  begin
    if( !rst_n )
      Q <= 0;
    else
      if( en )
        Q <= D;
      else
        Q <= Q;
  end
endmodule
module sipo33 (
  input rst_n, clk, shift, s_in,
  output [32:0] p_out
);
  wire [32:0] shifted, nstate;
  dff #( .WIDTH(33) ) state (
    .rst_n( rst_n ),
    .clk( clk ),
    .D( nstate ),
    .Q( p_out )
  );
  assign shifted = {s_in, p_out } >> 1;
  assign nstate = shift ? shifted : p_out;
endmodule
```

==> Slide: Implementation Results <==
Flow Results at a Glance

Critical path
  – Worst Setup Start Kind: register
  – Critical path's slowest cell: dfxtp_2
  – WP data required: 0.80 ns
  – Largest delay contributor family on the critical path: flip-flops
  – Beginning of the worst register-to-register path: state.Q[14]
  – Worst Path Max Fanout: 2
  – WP buf/inv: 1
  – CP arrival: 0.72 ns
  – Critical path class: register to output pin
  – Reg-to-reg setup timing slack: 0.16 ns
  – R2R cell count: 4
  – Critical Path Source: state.Q[20]
  – Crit-path cells: buf_2
  – Delay of the slowest cell on the worst path: 0.33 ns
  – Number of stages on the worst setup path: 1
  – Worst setup EP type: output pin

Placement
  – Routability congestion estimate: 0.751
  – Port-buffer cells: 36
  – Final HPWL from detailed placement: 2090 um

Global routing
  – Vias in the first global route: 978
  – Initial antenna violation count: 0
  – First-pass GRT wire length: 4890 um
  – Overall routing resource usage: 5.29%
  – Largest net degree at the start of global routing: 34
  – GRT Residual Overflow: 0

Synthesis
  – Synth flops: 33
  – Ys Warns: 1
  – Most instantiated cells after synthesis: dfxtp_1, mux2i_1, nor2b_1, buf_12, clkbuf_1
  – Number of cells in Yosys stat: 106
  – Main area contributors: dfxtp_1, mux2i_1, nor2b_1
  – EDFF count, synth: 0
  – Yosys top cell by area: dfxtp_1
  – Yosys synthesis chip area: 1280 sq um
  – Synth Area per Inst: 12.1 sq um
  – Main flop type: dfxtp_1
  – Cells after synthesis: 106
  – Post-synth seq share: 51.6%
  – Post-synth ARST share: 0%
  – Yosys cell types: 6
  – Syn Std Cell Area: 1280 sq um
  – Largest type area fraction: 51.6%

Power
  – Static Leak: 0.940 nW
  – Worst vdd ir: 0.502 mV
  – P per Cell Area: 1310 nW/um^2
  – Sequential share of power: 51.4%
  – Sw power: 0.545 mW
  – P_int: 2.02 mW
  – Clk network pwr share: 43.0%
  – Switching part of the total power: 21.2%
  – Combinational power share: 5.6%

Cells and area
  – Share of the core filled with cells: 28.4%
  – Top flop regs: state.Q: 33 flops
  – # fillers: 747
  – Share of cells above drive strength 1: 62.0%
  – Area occupied by registers: 702 sq um
  – Max reg flops: 33
  – Logic area: 537 sq um
  – Top reg by flops: state.Q
  – Synthesis-to-layout area growth: 53.0%

Floorplan
  – # IOs: 37
  – Die area: 11000 sq um
  – Chip height: 105 um
  – Width of the die: 105 um
  – Core area: 6910 sq um
  – Rows: 30
  – Pre-Place Util: 18.5%

Clock tree
  – CTS max path bufs: 2
  – Clock Tree Root: clkbuf_8
  – H-tree depth: 2
  – TritonCTS clock tree: done
  – Post-CTS Hold Buffers: 0
  – Clock slew at reported path FFs: 0.07 ns
  – Total CTS buffers: 5
  – Clock sinks: 33
  – Latency at later pin: 0.28 ns

Routing
  – Drt first-iter violations: 21
  – WL per Instance: 10.7 um
  – Via Count: 934
  – Drt drc: 0
  – WL final: 2940 um
  – Pre-Repair DR Iteration Count: 4
  – Via density: 3.40
  – ANT nets after route: 0
  – Inserted Diodes: 0

Worst hold path
  – HP Class: primary input to register
  – Hold_sp: shift
  – Hold path depth: 4

STA
  – Rel. slew slack: 90.8%
  – Period utilisation layout: 92.0%
  – Final Setup Violations: 0
  – Final min period: 0.920 ns
  – Worst-Margin Slew: 0.134 ns
  – Max Freq: 1090 MHz
  – Final hold slack: 0.446 ns
  – Final hold vios: 0
  – RSZ-0062 raised after global routing: false
  – Worst-case clock skew: 0.00634 ns
  – Fin. max-slew vios: 0

Job
  – Max-cap violations: 0
  – Count of tool warnings: 25

Status
  – Outcome: finished clean
metal layers:
metal	part of all wire (%)	track usage [%]
met1	49	7.18
met2	43	7.78
met3	6.0	2.05
met4	2.0	1.18
met5	0	0
cell type report:
class                   count  area share (%)
flip-flops and latches     33            35.8
clock inverters             1           0.256
repair buffers             72            25.4
clock buffers               7            4.92
multi-input cells          66            27.4
well taps                  96            6.13
power by group through the flow:
stage | Clock [mW] | Sequential, mW | Combinational (mW)
after CTS | 1.15 | 1.32 | 0.149
after global routing | 1.20 | 1.32 | 0.155
final | 1.11 | 1.32 | 0.143
final timing paths:
| kind | endpoint |
|---|---|
| max reg2reg | state.Q[13] |
| min | state.Q[9] |
| min reg2reg | state.Q[0] |
| max | p_out[20] |
cell usage in the layout (no fill, tap or decap):
cell type and n:
buf_12 3, buf_2 14, mux2i_1 33, nor2b_1 33, clkbuf_8 7, dfxtp_2 33
buf_4 33, clkdlybuf4s50_1 2, clkbuf_2 20, clkinv_2 1
worst register-to-register path, stage by stage, from the launching register on:
cell and delay [ns]:
dfxtp_2 0.32, buf_4 0.12, buf_4 0.12, mux2i_1 0.12
nor2b_1 0.06
repair_timing:
item | 4_1_cts | 5_1_grt
endpoints found under the setup margin | 33 | 20
resized | 118 | 20
gates cloned | 0 | 0
setup buffers | 1 | 0
cells by family after synthesis:
group                  Yosys count  synth area share [%]
and+or+nand+nor                 33                  16.1
muxes                           33                  25.8
buffers and inverters            7                  6.45
DFF                             33                  51.6
per-stage QoR:
stage               instance area (sq um)  total power, mW  setup TNS [ns]  setup WS [ns]  std cells
finish                               1960             2.57               0         0.0798        275
detailed placement                   1970             1.50           -3.20         -0.104        266
CTS                                  2060             2.62               0       0.000584        275
global placement                     1970             1.50           -3.10         -0.116        266
global route                         1960             2.67               0         0.0413        275
floorplan                            1280             1.46               0          0.203        106
Power figures rest on the tool's default switching activity, not on a simulated workload.
