File: design/flow/config.mk
export PLATFORM = sky130hd
export DESIGN_NAME = nines_4
export DESIGN_NICKNAME = nines_4
export VERILOG_FILES = /design/flow/design.v
export SDC_FILE = /design/flow/constraint.sdc
export NUM_CORES = 4
export LEC_CHECK = 1
export CORE_AREA = 10 10 70 70
export DIE_AREA = 0 0 80 80
File: design/flow/constraint.sdc
current_design nines_4

set clk_period 1.0
set clk_io_pct 0.2

create_clock -name clk0 -period $clk_period

set non_clock_inputs [all_inputs -no_clocks]
set_input_delay [expr $clk_period * $clk_io_pct] -clock clk0 $non_clock_inputs
set_output_delay [expr $clk_period * $clk_io_pct] -clock clk0 [all_outputs]
File: design/flow/design.v
module serial_bcd_alu (
  input rst_n, clk, en, in,
  output result
);
  wire [15:0] A, B, nines_A;
  wire [19:0] AplusB, AminusB, negAplusB, alu_out;
  wire ctrl;
  wire [32:0] alu_in;
  reg en_1c, en_2c;
  sipo33 ser_in(
    .rst_n(rst_n),
    .clk(clk),
    .shift(en),
    .s_in(in),
    .p_out(alu_in)
  );
  assign A = alu_in[15:0];
  assign B = alu_in[31:16];
  assign ctrl = alu_in[32];
  nines_4 nines_comp_A ( .A(A), .nines_A(nines_A));
  hw4_q1b adder ( .C(1'b0), .A(A), .B(B), .S(AplusB));
  hw4_q1b subtractor ( .C(1'b0), .A(nines_A), .B(B), .S(negAplusB));
  assign AplusB[19:17] = 3'b0;
  assign negAplusB[19:17] = 3'b0;
  nines_4 nines_comp_sub ( .A(negAplusB), .nines_A(AminusB));
  assign alu_out = ctrl ? AminusB : AplusB;  
  assign alu_out[19:16] = 4'b0;
  assign AminusB[19:16] = 4'b0;
  always @(posedge clk)
  begin 
    if (~rst_n) begin
      en_1c <= 1'b0;
      en_2c <= 1'b0;
    end
    else begin 
      en_1c <= en;
      en_2c <= en_1c;
    end
  end
  piso20 out ( .rst_n(rst_n), .clk(clk), .capture(en_1c), .shift(~en_2c), .p_in(alu_out), .s_out(result));
endmodule
module nines_comp (
  input [3:0] pos,
  output [3:0] neg
);
  wire [3:0] not_pos;
  assign not_pos = ~pos;
  assign neg = not_pos + 10;
endmodule
module nines_4 (
  input [15:0] A,
  output [15:0] nines_A
);
  nines_comp thousands_A ( .pos(A[15:12]), .neg(nines_A[15:12]));
  nines_comp hundreds_A ( .pos(A[11:8]), .neg(nines_A[11:8]));
  nines_comp tens_A ( .pos(A[7:4]), .neg(nines_A[7:4]));
  nines_comp ones_A ( .pos(A[3:0]), .neg(nines_A[3:0]));
endmodule
module nines_comp_tb;
  reg [15:0] A, B, bcd;
  wire [15:0] bcd_neg;
  wire [19:0] negAplusB, nines_A, AminusB;
  nines_4 DUT ( .A(A), .nines_A(nines_A));
  hw4_q1b subtractor ( .C(1'b0), .A(nines_A), .B(B), .S(negAplusB));
  nines_4 nines_comp_sub ( .A(negAplusB), .nines_A(AminusB));
  assign negAplusB[19:16] = 0;
  assign AminusB[19:16] = 0;
  initial
  begin
    $monitor( $time, ": A=%1d%1d%1d%1d B=%1d%1d%1d%1d  9's A = %1d%1d%1d%1d A-B=%1d%1d%1d%1d",
	A[15:12], A[11:8], A[7:4], A[3:0],
	B[15:12], B[11:8], B[7:4], B[3:0],
        nines_A[15:12], nines_A[11:8], nines_A[7:4], nines_A[3:0],
	AminusB[15:12], AminusB[11:8], AminusB[7:4], AminusB[3:0]);
   A[15:12] = 2;
   A[11:8] = 3;
   A[7:4] = 7;
   A[3:0] = 9;
   B[15:12] = 1;
   B[11:8] = 5;
   B[7:4] = 9;
   B[3:0] = 1;
   #10  bcd = 9871;
   #10  bcd = 0012;
   #10  bcd = 1234;
   #10  bcd = 5555;
   #10  bcd = 6782;
   #10  bcd = 9082;
   #10  bcd = 8843;
   #10  bcd = 1760;
   #10  bcd = 9;
  end
endmodule
File: design/flow/run.sh
#!/bin/bash
# OpenROAD 26Q1-2900-gdf79404cd8, Yosys 0.63+post, stock flow scripts
make -C /OpenROAD-flow-scripts/flow DESIGN_CONFIG=/design/flow/config.mk WORK_HOME=/design/flow/orfs finish
==> GITHUB_STEP_SUMMARY <==
### Metrics collected by this job

| Metric | Value |
|---|---|
| Register cell area after layout | 0 µm² |
| Launching instance or port of the critical path | A[13] |
| Highest cell delay on the worst timing path | 470 ps |
| Die ar. | 6400 µm² |
| Number of top-level pins | 32 |
| Initial antenna violation count | 0 |
| Overall power | 0.000138 W |
| Setup-violating endpoint count in the final report | 0 |
| Fraction of layout instances using a drive strength above 1 | 51.9% |
| Signed area change from the synthesized netlist to the final layout | 188% |
| Seq cells | 0 |
| Cell type with the largest total area | ha_1 |
| Tally of clock buffers in the finished layout | 0 |
| Hold Crit Depth | 2 |
| Worst EP arrival | 760 ps |
| Total power density per cell area | 298 nW/µm² |
| Xor/xnor share of the synthesized area | 21.9% |
| Number of port buffers | 32 |
| Detailed-route wire length per cell | 7.98 µm |
| Number of DRC markers in iteration 0 | 0 |
| Maximum fanout along the worst path | 2 |
| Number of design rule violations left after detail routing | 0 |
| Max-capacitance violation count | 0 |
| WHS Endpoint | nines_A[9] |
| Kind of critical path | primary input to output port |
| Combined area of all synthesized cells | 160 µm² |
| Die outline height | 80 µm |
| Final weighted congestion in routability-driven placement | 0.600 |
| Cell area reported after detailed placement | 508 µm² |
| Share of synthesized area occupied by flip-flops and latches | 0% |
| Critical-path cell with the highest stage delay | clkdlybuf4s50_1 |
| Actual slew at the worst max-slew pin | 123 ps |
| Required time at the endpoint of the critical path | 800 ps |
| Complex Gates by Area | 0% |
| Pin count of the biggest net entering global routing | 3 |
| Worst path buffer plus inverter count | 2 |
| Die extent in x | 80 µm |
| Unrepaired setup endpoints after global routing | false |
| Min cycle time layout | 963 ps |
| Largest cells by area after synthesis | ha_1, inv_1, xor2_1 |
| Share of the core filled with cells | 13.5% |
| Wire length of the first global-routing pass | 1090 µm |
| Detailed Routing Iterations Pass 1 | 1 |
| Headroom to the max-slew limit | 91.8% |
| Fraction of the mapped netlist area in adder cells | 31.3% |
| Largest combinational cell category by area | buffers and inverters |
| Synthesis area per yosys | 160 µm² |
| Maximum vdd drop | 60.9 µV |
| Proportion of synthesized area in mux cells | 0% |
| Drt total wl | 782 µm |
| Total half-perimeter wirelength after legalization and detailed placement | 754 µm |
| Area share of the largest cell type after synthesis | 31.3% |
| Worst min-delay path startpoint | A[9] |
| Number of antenna diodes | 0 |
| Design Area, Final | 462 µm² |
| GR Overflow Total | 0 |
| Period utilisation layout | 96.3% |
| Outcome | finished, final reports clean |
| Final max-slew violation count | 0 |
| Number of vias in the routed layout | 220 |
| Nature of the critical path endpoint | output port |
| Number of warnings issued by yosys | 0 |
| Unique masters post-synth | 4 |
| Stage-log warning count | 35 |
| Core box area | 3420 µm² |
| Mean number of vias per cell | 2.24 |
| Most frequent logic cell in the layout | buf_2 |
| Synth Area in Simple Gates | 0% |
| Floorplan Utilization | 4.69% |
| Min-Delay Path Class | primary input to output port |
| Static leakage | 0.251 nW |
| Final sum of negative setup slack | 0 ps |
| CP top delay family | buffers and inverters |
| Total routing resource utilization after global routing | 1.99% |
| Element type at the critical path start | primary input |
| Vias in the first global route | 230 |
| Count of nets left with antenna violations after detail routing | 0 |
| Achievable frequency | 1.04 GHz |
| Critical path, cell by cell | buf_2 > clkdlybuf4s50_1 |
| Number of cell instances after yosys synthesis | 24 |
| Final hold violation count | 0 |
| Most frequently placed logic cells in the final layout | buf_2, dlygate4sd2_1, inv_2 |
| Filler Cells Inserted | 402 |
| Number of instances in the synthesized netlist | 24 |
| Mapped Avg Cell Area | 6.67 µm² |
| Total number of placement rows | 21 |
## metrics by stage
| stage | hold slack (ps) | worst slack [ps] | cells |
|---|---|---|---|
| global placement | 1240 | -779 | 98 |
| CTS | 704 | 25.8 | 98 |
| detailed placement | 1230 | -814 | 98 |
| global route | 718 | 4.00 | 98 |
| floorplan | 409 | 256 | 24 |
| finish | 698 | 36.6 | 98 |
## what timing repair did
item	in CTS	in global routing
buffers inserted	0	0
setup endpoints to repair	16	1
resized	77	2
hold buffers	0	0
pin swaps	8	2
## cells in the mapped netlist
master,count
buf_4,4
ha_1,4
inv_1,12
xor2_1,4
## where the power goes
group	internal (W)	switching [W]	leakage, nW
combinational	0.0000910	0.0000466	0.251
sequential	0	0	0
clock	0	0	0
## layout make-up
| type | instances | area, µm² | area share (%) |
|---|---|---|---|
| well taps | 46 | 57.6 | 12.5 |
| inverters | 12 | 45.0 | 9.76 |
| multi-input cells | 8 | 135 | 29.3 |
| repair buffers | 32 | 224 | 48.5 |
## worst max-delay path by stage
stage	end	cells past startpoint
CTS	nines_A[1]	2
global route	nines_A[1]	2
finish	nines_A[13]	2
## routing by layer
metal | up-vias | GRT usage (%) | wire length [µm]
met3 | 0 | 0.682 | 92
li1 | 116 | - | -
met1 | 91 | 1.98 | 267
met4 | 0 | 0 | 0
met5 | - | 0 | 0
met2 | 13 | 4.01 | 422
## logic make-up after synthesis
logic type | Yosys count
buffers and inverters | 16
adder cells (fa/ha/maj) | 4
XOR/XNOR | 4
Power figures rest on the tool's default switching activity, not on a simulated workload.
